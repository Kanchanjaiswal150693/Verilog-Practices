$ cat config.mk
export PLATFORM = sky130hd
export DESIGN_NAME = EightbitMangnitudeComparator
export DESIGN_NICKNAME = EightbitMangnitudeComparator
export VERILOG_FILES = /design/flow/design.v
export SDC_FILE = /design/flow/constraint.sdc
export NUM_CORES = 4
export LEC_CHECK = 1
export CORE_AREA = 10 10 70 70
export DIE_AREA = 0 0 80 80
$ cat constraint.sdc
current_design EightbitMangnitudeComparator

set clk_period 1.9
set clk_io_pct 0.2

create_clock -name clk0 -period $clk_period

set non_clock_inputs [all_inputs -no_clocks]
set_input_delay [expr $clk_period * $clk_io_pct] -clock clk0 $non_clock_inputs
set_output_delay [expr $clk_period * $clk_io_pct] -clock clk0 [all_outputs]
$ cat design.v
module EightbitMangnitudeComparator(Y,A,B);
  output [2:0] Y;
  input [7:0] A,B;
  wire [7:0] A,B;
  reg [2:0] Y;
  initial
  begin
    Y[2] =(A > B);
    Y[1] =(A == B);
    Y[0] =(A < B);
  end
endmodule 
$ cat run.sh
#!/bin/bash
# OpenROAD 26Q1-2900-gdf79404cd8, Yosys 0.63+post, stock flow scripts
make -C /OpenROAD-flow-scripts/flow DESIGN_CONFIG=/design/flow/config.mk WORK_HOME=/design/flow/orfs finish
==> flow_metrics.env <==
# flow metrics
export IMPL_grt_start_max_net_pins=4
export IMPL_hold_start="A[1]"
export IMPL_area_leaders="sky130_fd_sc_hd__ha_1 44%, sky130_fd_sc_hd__inv_1 13%, sky130_fd_sc_hd__a21oi_1 6.7%, sky130_fd_sc_hd__nor2b_4 6.1%, sky130_fd_sc_hd__nand4_2 5.6%"
export IMPL_required_ps=1520
export IMPL_place_gp_congestion=0.761
export IMPL_drt_first_pass_iters=2
export IMPL_seq_area_frac_synth_pct=0
export IMPL_yosys_stat_chipArea_um2=225
export IMPL_run_status="completed"
export IMPL_met3WireLength_um=73
export IMPL_first_iter_violations=1
export IMPL_startpoint_type="input port"
export IMPL_log_warning_count=32
export IMPL_syn_cell_area_um2=225
export IMPL_worst_path_stages=6
export IMPL_placement_rows=21
export IMPL_synthDominantCellAreaShare_pct=44.4
export IMPL_port_buffer_count=19
export IMPL_cp_buffers_inverters=2
export IMPL_maxSlewHeadroom_pct=89.1
export IMPL_report_power_total_w=0.000114
export IMPL_worstHoldPathCells=6
export IMPL_wirelength_met1_um=304
export IMPL_ys_top_cells_by_count="8 x sky130_fd_sc_hd__ha_1, 8 x sky130_fd_sc_hd__inv_1, 3 x sky130_fd_sc_hd__a21oi_1, 2 x sky130_fd_sc_hd__nor2_1"
export IMPL_ys_types=12
export IMPL_worst_setup_path_end_kind="output pin"
export IMPL_max_cap_viol_count=0
export IMPL_num_clock_buffers=0
export IMPL_post_place_cells=95
export IMPL_leakagePower_nw=0.238
export IMPL_synthesized_netlist_cell_count=29
export IMPL_actual_transition_at_the_worst_max_transition_pin_ps=162
export IMPL_ffs_latches=0
export IMPL_vdd_ir_drop_worst_mv=0.0296
export IMPL_grt_pass1_wl_um=1210
export IMPL_grt_overflow_total=0
export IMPL_drt_total_wl_um=800
export IMPL_place_worst_setup_slack_ps=-606
export IMPL_fp_util_pct=6.59
export IMPL_grt_pass1_vias=282
export IMPL_critPathTopFamily="buffers and inverters"
export IMPL_die_w_um=80
export IMPL_postRouteAntennaNets=0
export IMPL_die_area_mm2=0.00640
export IMPL_detail_route_vias_per_cell=2.75
export IMPL_detailroute_via_count=264
export IMPL_seqCellArea_um2=0
export IMPL_layoutNonFillerInstCount=96
export IMPL_groute_usage_overall_pct=2.26
export IMPL_finalHoldViolations=0
export IMPL_final_max_slew_violation_count=0
export IMPL_power_density_mw_per_mm2=203
export IMPL_fmax_ghz=0.544
export IMPL_timing_final_crit_period_ps=1840
export IMPL_core_mm2=0.00342
export IMPL_crit_type="in -> out"
export IMPL_antennaDiodeCount=0
export IMPL_route_top_layer_used="met3"
export IMPL_hold_end="Y[2]"
export IMPL_floorplan_io_pins=19
export IMPL_post_route_cells_drive_above_1_share_pct=52.0
export IMPL_stdcell_area_um2=564
export IMPL_drt_wirelength_per_cell_um=8.33
export IMPL_critical_path_max_stage_delay_ps=260
export IMPL_hold_path_class="in -> out"
export IMPL_placed_area_um2=480
export IMPL_timing_final_ws_setup_ps=61.8
export IMPL_detail_route_drc_violations=0
export IMPL_post_cts_hold_buffer_count=0
export IMPL_synthToLayoutAreaGrowth_pct=151
export IMPL_setup_violations=0
export IMPL_syn_mean_instance_area_um2=7.77
export IMPL_final_min_period_over_clock_period_pct=96.7
export IMPL_largest_area_contributor_in_the_netlist="sky130_fd_sc_hd__ha_1"
export IMPL_antenna_found_initial=0
export IMPL_yosysWarningCount=1
export IMPL_crit_fanout=3
export IMPL_die_height_um=80
export IMPL_worstPathArrival_ps=1460
export IMPL_hold_slack_ps=1410
export IMPL_cp_slowest_cell="sky130_fd_sc_hd__dlygate4sd2_1"
export IMPL_hpwlAfterDp_um=666
export IMPL_yosys_stat_cells=29
export IMPL_routed_wl_met2_um=422
export IMPL_critical_path_cell_chain="dlygate4sd2_1 > ha_4 > a21oi_2 > a21oi_2 > nor2_1 > dlygate4sd2_1"
[worst max-delay path by stage]
stage / start / slack, ps / end
global route: B[0] / -10 / Y[0]
CTS: A[7] / 50 / Y[0]
finish: A[3] / 60 / Y[0]
[routing by layer]
| layer | up-vias | track usage, % |
|---|---|---|
| met1 | 114 | 2.50 |
| met3 | 0 | 0.568 |
| li1 | 141 | - |
| met4 | 0 | 0 |
| met2 | 9 | 4.41 |
| met5 | - | 0 |
[worst min-delay path, stage by stage]
cell,delay (ps)
sky130_fd_sc_hd__buf_2,100
sky130_fd_sc_hd__ha_4,130
sky130_fd_sc_hd__o211ai_2,70
sky130_fd_sc_hd__a21oi_2,140
sky130_fd_sc_hd__o21ba_1,120
sky130_fd_sc_hd__buf_2,90
[report_power, final]
part	total [W]	switching, W	internal, W
Clock	0	0	0
Sequential	0	0	0
Combinational	0.000114	0.0000458	0.0000686
[area by class of cell]
class                      instances  area [um^2]
fill                             390         2850
multi-input combinational         21          305
tap                               46         57.6
timing repair buffer              21          171
inverter                           8         30.0
[kinds of logic after synthesis]
group | count (synthesis) | synth area share, %
compound gates | 7 | 22.8
simple gates | 6 | 19.4
fa+ha+maj | 8 | 44.4
buf+inv | 8 | 13.3
[through the flow]
step / TNS [ps] / utilization, %
3_5_place_dp: -1620 / 14.1
3_3_place_gp: -1590 / 14.1
6_report: 0 / 16.5
2_1_floorplan: 0 / -
4_1_cts: 0 / 15.9
5_1_grt: -14.0 / 16.5
[placed cells by master, fill, tap and decap left out, types with 2 or more instances in the layout]
cell type / synthesis / layout
sky130_fd_sc_hd__nor2_1: 2 / 2
sky130_fd_sc_hd__buf_4: 0 / 2
sky130_fd_sc_hd__buf_2: 0 / 3
sky130_fd_sc_hd__inv_2: 0 / 6
sky130_fd_sc_hd__dlygate4sd2_1: 0 / 15
sky130_fd_sc_hd__inv_1: 8 / 2
sky130_fd_sc_hd__a21oi_2: 1 / 4
sky130_fd_sc_hd__ha_4: 0 / 7
[repair_timing]
| action | 4_1_cts | 5_1_grt |
|---|---|---|
| resized | 41 | 4 |
| endpoints found under the setup margin | 3 | 2 |
| setup buffers | 2 | 0 |
| pin swaps | 11 | 4 |
